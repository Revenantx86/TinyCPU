==> flow/design.v <==
module alu (
    input  wire [7:0] operand_a,
    input  wire [7:0] operand_b,
    input  wire [2:0] opcode,
    output reg  [7:0] result,
    output wire       zero
);
always @(*) begin
    case (opcode)
        3'b000: result = operand_a + operand_b;
        3'b001: result = operand_a - operand_b;
        3'b010: result = operand_a & operand_b;
        3'b011: result = operand_a | operand_b;
        3'b100: result = operand_a ^ operand_b;
        3'b101: result = ~operand_a;
        3'b110: result = operand_a << 1;
        3'b111: result = operand_a >>1;
        default: result = 8'b0;
    endcase  
end
    assign zero = (result == 8'b0);
endmodule
==> flow/run.sh <==
#!/bin/bash
# OpenROAD 26Q1-2900-gdf79404cd8, Yosys 0.63+post, stock flow scripts
make -C /OpenROAD-flow-scripts/flow DESIGN_CONFIG=/design/flow/config.mk WORK_HOME=/design/flow/orfs finish
==> flow/config.mk <==
export PLATFORM = sky130hd
export DESIGN_NAME = alu
export DESIGN_NICKNAME = alu
export VERILOG_FILES = /design/flow/design.v
export SDC_FILE = /design/flow/constraint.sdc
export NUM_CORES = 4
export LEC_CHECK = 1
export CORE_AREA = 10 10 76 76
export DIE_AREA = 0 0 86 86
==> flow/constraint.sdc <==
current_design alu

set clk_period 9.2
set clk_io_pct 0.2

create_clock -name clk0 -period $clk_period

set non_clock_inputs [all_inputs -no_clocks]
set_input_delay [expr $clk_period * $clk_io_pct] -clock clk0 $non_clock_inputs
set_output_delay [expr $clk_period * $clk_io_pct] -clock clk0 [all_outputs]
==> summary.txt <==
Implementation run completed; key figures follow.

Power:
- The run puts the total power density per cell area at between 50 and 60 nW/um^2.
- The run puts the post-layout total power at between 0.09 and 0.1 mW.
- The run puts the leakage power total at about 0.66 nW.
- The run puts the largest voltage drop on the vdd net at approximately 0.021 mV.

Worst setup path:
- Per the STA report, the cell with the highest stage delay on the worst path is clkdlybuf4s50_1.
- In this run the critical path is formed by clkdlybuf4s50_1 -> nor2_1 -> nand2_1 -> a21o_1 -> fa_1 -> xnor2_1 -> a22oi_2 -> o211ai_1 -> or3_1 -> or4_1 -> nor4_2 -> clkdlybuf4s50_1.
- The timing report attributes the biggest portion of critical-path delay to simple AND/OR/NAND/NOR gates.
- STA classifies the critical path endpoint as an output port.
- The run gives the number of buffers and inverters on the critical path as 2.
- Along the worst path, the maximum fanout reaches 19.
- The run gives the arrival time of the worst setup path as between 5000 and 6000 ps.
- For this run, the slowest stage of the critical path takes 750 ps.
- The run gives the critical path data required time as between 7000 and 8000 ps.
- STA classifies the critical path startpoint as a primary input.
- In the setup report, the worst path falls into the class primary input to output port.
- The run gives the cell occurring most often along the worst timing path as clkdlybuf4s50_1.

Route:
- The run gives the sum of routed wire length over all layers as 3600 um.
- In the routed netlist, the antenna diode instances number 0.
- The run puts the number of DRC violations after detailed routing at 0.
- The run puts the iteration count of the initial detailed-routing pass at 5.
- The run gives the number of antenna-violating nets in the routed design as 0.
- The run puts the count of routing violations after the opening detailed-route iteration at 82.
- After detailed routing, the number of vias per cell comes to between 5 and 6.
- The run gives the via count as approximately 1,300.
- For this sky-water flow run, the detailed-routed wirelength per cell is reported as around 14 um.

Place:
- The run puts the cell count after placement at 250.
- The run gives the weighted congestion reported at the end of routability-driven placement as about 0.9.
- The run gives the detailed placement HPWL as 2980 um.
- The run puts the total of buffers placed on input and output ports at 28.

Cells and area:
- The post-route netlist has about 5.0% of its cells at a drive strength greater than 1.
- The run gives the layout overhead on the synthesized area as 24.3%.
- Leaving out filler cells and counting taps, the final layout contains between 200 and 300.
- The area taken by sequential standard cells is reported as 0 um^2.
- The run puts the clock buffer count in the final layout at 0.
- The run gives the number of sequential cells in the layout as 0.

Floorplan:
- The run gives the core utilization at floorplan as around 30%.
- The run puts the count of pins on the block boundary at 28.
- The run gives the row count as 23.
- The overall die size recorded for this design is 7400 um^2.
- The run puts the die outline height at approximately 86 um.
- From left edge to right edge, the die measures 86 um.
- In this run the standard cell core region covers between 4000 and 5000 um^2.

Yosys:
- Summed over all instances, the cell type with the most area after synthesis is ha_1.
- The run gives the sequential element share of the synthesized area as 0%.
- The run gives the post-synthesis cell count as between 150 and 200.
- The synthesis stats list as the most numerous cell ha_1.
- The run gives the share of the synthesized area in the top cell type as about a quarter.
- The average instance in the mapped netlist occupies roughly 6.9 um^2.
- The warning tally printed by Yosys for this design is 1.
- For reference, the top cells by count after synthesis are 24 x ha_1, 17 x nand2_1, 17 x nor2_1.
- The main area contributors are ha_1 24%, xnor2_1 6.4%, a21oi_1 5.3%.
- Summing every instance area after synthesis gives 1240 um^2.
- The run puts the distinct cell type count after synthesis at about 50.
- The run gives the total cell area reported by yosys after synthesis as 1240 um^2.
- The synth_stat.txt file lists the number of cells as 178.

Timing:
- Per the timing report, the achievable frequency comes out to between 100 and 150 MHz.
- Of the available clock period, the critical path in the final layout requires 82.3%.
- The run gives the final tally of setup violations as 0.
- The run puts the setup TNS at 0 ps.
- The run gives the slew at the pin with the worst max-slew slack as between 600 and 700 ps.
- The run gives the final hold violation count as 0.
- The run puts the tightest slew margin relative to the limit at 56.0%.
- Setup repair after global routing left no endpoint under its margin.
- The run gives the time the final worst path needs with I/O delays and setup as between 7000 and 8000 ps.
- In the final report, the number of pins over their slew limit comes to 0.
- Across all hold checks on the routed design, the worst slack comes to between 4000 and 5000 ps.

Hold path:
- Along the worst hold path, the cell count comes to 5.
- The startpoint identified for the worst hold timing path is operand_a[0].
- The run gives the end point of the worst hold path as result[0].
- In this run the worst hold path is classified as primary input to output port.

Global route:
- The run gives the global-route usage over all layers as under 10%.
- The run gives the total overflow reported by the global router as 0.
- The run gives the number of antenna violations at the first check in global routing as 0.
- The first global-routing pass estimated ~5900 um of wire.
- The run puts the number of global-route vias before repair at between 1,000 and 1,500.
- The run gives the maximum number of pins on one net before global-route repair as 35.

Run status:
- The flow ran to the end, and the final reports show no timing, DRC or antenna violations.

Clocking:
- For this design, the CTS-stage hold fixing added 0 buffers.
- After clock tree synthesis, the repair step resized 0 gates.
- The run puts the buffer count from post-CTS setup fixing at 0.

Job:
- The run gives the OpenROAD warning count as 41.
- The tool flagged a number of max-cap violations equal to 0.
power by group:
group / switching (mW) / internal (mW) / total [mW]
registers: 0 / 0 / 0
logic: 0.0455 / 0.0453 / 0.0907
clock network: 0 / 0 / 0
cells in the final DEF, fill, tap and decap left out, types with 5 or more instances in the layout:
master | netlist | layout
o21ai_0 | 12 | 12
nor2_1 | 17 | 17
nor2b_1 | 6 | 6
a211oi_1 | 5 | 5
a21oi_1 | 13 | 13
inv_1 | 16 | 16
clkdlybuf4s50_1 | 0 | 28
xnor2_1 | 9 | 9
nand2_1 | 17 | 17
ha_1 | 24 | 24
metal layers:
metal  vias to the layer above  track usage, %  wire length (um)
li1                        687               -                 -
met1                       576            13.1              1770
met2                        21            16.0              1670
met3                         2           0.667               126
met4                         0           0.898                36
met5                         -               0                 0
cell families after synthesis:
family	count (synthesis)	synth area share, %
multiplexers	3	2.93
buffers and inverters	26	10.1
AND/OR/NAND/NOR	59	24.6
AND-OR/OR-AND	56	30.1
adder cells (fa/ha/maj)	25	25.9
XOR/XNOR	9	6.38
through the flow:
stage / instance area (um^2) / utilization (%) / worst slack [ps]
global placement: 1540 / 37.3 / 1700
global route: 1540 / 37.3 / 1410
detailed placement: 1540 / 37.3 / 1640
floorplan: 1240 / - / 2970
finish: 1540 / 37.3 / 1630
CTS: 1540 / 37.3 / 1630
worst max path at each step:
stage,start,to,depth (start not counted)
global route,opcode[2],zero,12
CTS,opcode[2],zero,12
finish,opcode[2],zero,12
cell type report:
| cell class | count | area [um^2] |
|---|---|---|
| multi-input cells | 152 | 1110 |
| inverters | 18 | 67.6 |
| repair buffers | 30 | 295 |
| well taps | 50 | 62.6 |
| fillers | 452 | 2580 |
Power figures rest on the tool's default switching activity, not on a simulated workload.
