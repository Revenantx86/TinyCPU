<file path="/design/flow/run.sh">
#!/bin/bash
# OpenROAD 26Q1-2900-gdf79404cd8, Yosys 0.63+post, stock flow scripts
make -C /OpenROAD-flow-scripts/flow DESIGN_CONFIG=/design/flow/config.mk WORK_HOME=/design/flow/orfs finish
</file>
<file path="/design/flow/config.mk">
export PLATFORM = sky130hd
export DESIGN_NAME = pc
export DESIGN_NICKNAME = pc
export VERILOG_FILES = /design/flow/design.v
export SDC_FILE = /design/flow/constraint.sdc
export NUM_CORES = 4
export LEC_CHECK = 1
export CORE_AREA = 10 10 71 71
export DIE_AREA = 0 0 81 81
</file>
<file path="/design/flow/constraint.sdc">
current_design pc

set clk_period 1.4
set clk_io_pct 0.2

create_clock -name clk0 -period $clk_period [get_ports {clk}]

set non_clock_inputs [all_inputs -no_clocks]
set_input_delay [expr $clk_period * $clk_io_pct] -clock clk0 $non_clock_inputs
set_output_delay [expr $clk_period * $clk_io_pct] -clock clk0 [all_outputs]
</file>
<file path="/design/flow/design.v">
module pc (
    input  wire       clk,
    input  wire       reset,
    input  wire       jump_en,
    input  wire [7:0] jump_addr,
    output reg  [7:0] pc_out
);
    always @(posedge clk) begin 
        if(reset) begin 
            pc_out <= 0;
        end
        else if(jump_en) begin
            pc_out <= jump_addr;
        end
        else begin 
            pc_out <= pc_out + 1;
        end
    end
endmodule
</file>
==> results.cfg <==
; flow metrics
[final_layout]
final_cell_mix = clkdlybuf4s50_1 (17), nor2_1 (8), dfxtp_2 (6), nand2_1 (4)
top_regs = pc_out x8
utilization_pct = 18.6
nFillCells = 393
comb_area_sq_um = 203
largest_reg_flops = 8
syn2layout_area_growth_pct = 82.2
flop_area_sq_um = 168
largest-register = pc_out
drive_gt1_share_pct = 20.0
mostFrequentLayoutCell = clkdlybuf4s50_1
design_area_sq_um = 677
instances_no_fill = 113

[drt]
via_per_inst = 3.34
wl_per_cell_microns = 10.1
vias = 377
first_iter_violations = 43
num_antenna_cells = 0
drc = 0
drt_first_pass_iters = 4
final_antenna_net_count = 0
drt_wl_total_mm = 1.15

[logic_synthesis]
synth_cells = 44
area_leaders = dfxtp_1 (43%), nor2_1 (8.1%), a311oi_1 (7.1%), xor2_1 (7.1%), or3_1 (5.1%)
netlist_area_sq_um = 372
top_cell_area_share_pct = 43.1
yosys_warnings = 1
ys_area_sq_um = 372
yosysUniqueCellTypes = 16
ys_seq_share_pct = 43.1
ys_ff = 8
syn_area_per_cell_sq_um = 8.45
yosysTopAreaCell = dfxtp_1
ys_cells = 44

[critical_path]
r2r_cells = 4
critPathLaunch = pc_out[1]
cp_data_required_time_ns = 1.52
endpoint_kind = flop
arrival_ns = 1.48
reg2reg_from = pc_out[1]
crit_fanout = 3
start_kind = flop
worst-setup-path-type = reg2reg

[power]
sequentialPowerShare_pct = 42.0
power.switching_w = 0.000131
leakage_nw = 0.248
switching_share_pct = 20.5
p_comb_share_pct = 16.7
clkPwrFrac_pct = 41.3
power.density_nw_per_um2 = 941
p_int_w = 0.000507
vdd.ir_drop.worst_mv = 0.535

[timing]
fin_tns_setup_ns = 0
max_freq_mhz = 735
finClkSkew_ns = 0.00306
setup_ws_ns = 0.0400
min_period_over_period_pct = 97.1
hold_viol = 0
rsz0062_at_grt = true
drv_slew = 0
slew_headroom_pct = 78.4
fin_crit_ns = 1.36
worst_pin_slew_ns = 0.323
setup_violations = 0

[cts]
cts_root_buf = clkbuf_8
clk_pin_slew_ns = 0.04
numCtsBuffers = 3
clk_path_buf_depth = 2
cts_resized = 6
cts_hold_buf = 0
clock-sinks = 8
postCtsSetupBuffers = 0
cts_htree_levels = 1
clk_latency_ns = 0.22
cts_tree = yes

[die]
dieWidth_microns = 81
fp_util_pct = 10.2
chipArea_sq_um = 6560
row_count = 22
die_h_microns = 81
fp.coreArea_sq_um = 3630
io_pins = 19

[place]
placed_cells = 111
port_buffers = 18
pre_cts_ws_ns = 0.00589
place_congestion = 0.720
place_area_sq_um = 627

[hold_path]
hp-start = pc_out[7]
hold_class = reg2reg
whs_path_depth = 2

[global_routing]
grt_pass1_vias = 356
grt_pass1_wl_mm = 1.71
gr-total-overflow = 0
antenna_found_initial = 0
grt_max_degree = 12
grt_usage_pct = 3.34

[job]
maxCapViolCount = 0
warnings = 26

[run_status]
status = complete, no violations
==> final timing paths <==
kind | end | slack (ns)
hold reg to reg | pc_out[7] | 0.51
setup reg to reg | pc_out[6] | 0.04
setup / recovery | pc_out[6] | 0.04
hold / removal | pc_out[7] | 0.51
==> power groups by stage <==
stage / combinational [W] / sequential (W) / clock, W
finish: 0.000106 / 0.000267 / 0.000263
global route: 0.000119 / 0.000270 / 0.000284
CTS: 0.000109 / 0.000267 / 0.000270
==> per-stage QoR <==
stage	total power (W)	hold WS, ns
final	0.000637	0.509
after global routing	0.000673	0.543
after CTS	0.000645	0.511
after detailed placement	0.000377	0.506
after global placement	0.000376	0.499
after floorplan	0.000296	0.416
==> per-layer routing <==
layer	GRT usage [%]	vias to the layer above	wire length, microns
met5	0	-	0
met4	0.173	0	0
met3	2.34	0	155
met2	3.74	21	368
met1	5.11	156	621
li1	-	200	-
==> logic make-up (layout without fill, tap and decap cells) <==
family	Yosys count	count (layout)	share of synthesized area [%]
compound gates	10	10	17.8
xor+xnor	3	3	7.07
fa+ha+maj	1	1	3.37
buf+inv	3	24	3.03
flops	8	8	43.1
mux	1	1	2.69
simple gates	18	18	22.9
==> cell type report <==
cell class                      instances  area share (%)
Clock buffer                            3            6.10
Inverter                                1           0.555
Multi-Input combinational cell         33            29.9
Sequential cell                         8            24.8
Tap cell                               48            8.87
Timing Repair Buffer                   20            29.8
==> synthesized netlist by cell type <==
master and number:
nand3_2 1, a311oi_1 3, a21oi_1 2, mux2i_1 1, ha_1 1, nand4_1 1, or3_1 3, xor2_1 3
nor2_1 8, a211oi_1 2, o21ai_0 3, clkbuf_1 2, nand3_1 1, dfxtp_1 8, nand2_1 4, inv_1 1
==> critical path, stage by stage, from the launching register on <==
cell	delay [ns]
dfxtp_2	0.34
ha_2	0.19
nand3_1	0.11
or3_1	0.36
a311oi_1	0.26
Power figures rest on the tool's default switching activity, not on a simulated workload.
